**./config.mk**
```make
export PLATFORM = sky130hd
export DESIGN_NAME = mult_control
export DESIGN_NICKNAME = mult_control
export VERILOG_FILES = /design/flow/design.v
export SDC_FILE = /design/flow/constraint.sdc
export NUM_CORES = 4
export LEC_CHECK = 1
export CORE_AREA = 10 10 70 70
export DIE_AREA = 0 0 80 80
```
**./constraint.sdc**
```tcl
current_design mult_control

set clk_period 2.0
set clk_io_pct 0.2

create_clock -name clk0 -period $clk_period [get_ports {clk}]

set non_clock_inputs [all_inputs -no_clocks]
set_input_delay [expr $clk_period * $clk_io_pct] -clock clk0 $non_clock_inputs
set_output_delay [expr $clk_period * $clk_io_pct] -clock clk0 [all_outputs]
```
**./design.v**
```verilog
module mult_control(input clk, reset_a, start,
                    input[1:0] count,
                    output reg[1:0] input_sel, shift_sel, 
						  output reg[2:0] state_out, 
						  output reg done, clk_ena, sclr_n); 
reg [2:0] ps, ns;
localparam [2:0] idle      = 3'b000,
                 lsb       = 3'b001,
                 mid       = 3'b011,
                 msb       = 3'b010,
					  calc_done = 3'b110,
					  err       = 3'b111;	
always @(*)
begin 
input_sel = 2'b00;
shift_sel = 2'b00;
state_out = 3'b000;
done = 0;
clk_ena = 0; 
sclr_n = 0;
ns = ps ;
case (ps)
      idle :begin
			   if (start == 1'b1) begin
				clk_ena = 1; 
				ns = lsb;
				end
			else if (start == 1'b0)
			   sclr_n = 1'b1;		
		end
		lsb :begin
		      state_out = 3'b001;
			   if (start == 1'b0 && count ==2'b00) begin
				input_sel = 2'b00;
            shift_sel = 2'b00;
            done = 0;
            clk_ena = 1; 
            sclr_n = 1;
				ns = mid;
				end
			   else begin
            done = 0;
            clk_ena = 0; 
            sclr_n = 1;
		      ns = err;
		      end		
		end
		mid :begin
		      state_out = 3'b010;
			   if (start == 1'b0 && count == 2'b01) begin
				input_sel = 2'b01;
            shift_sel = 2'b01;
            done = 0;
            clk_ena = 1; 
            sclr_n = 1;
				ns = mid;
				end
		      else if (start == 1'b0 && count == 2'b10) begin
				input_sel = 2'b10;
            shift_sel = 2'b01;
            done = 0;
            clk_ena = 1; 
            sclr_n = 1;
				ns = msb;
				end
            else begin
            done = 0;
            clk_ena = 0; 
            sclr_n = 1;
				ns = err; 
	         end 		 
		end
		msb :begin
		      state_out = 3'b011;
			   if (start == 1'b0 && count == 2'b11) begin
				input_sel = 2'b11;
            shift_sel = 2'b10;
            done = 0;
            clk_ena = 1; 
            sclr_n = 1;
				ns = calc_done;
				end  
			   else begin
            done = 0;
            clk_ena = 0; 
            sclr_n = 1;
				ns = err;
		   	end	
		end
		calc_done :begin
		            state_out = 3'b100; 
					  if (start == 0) begin
                 done = 1;
                 clk_ena = 0; 
                 sclr_n = 1;
				     ns = idle; 
			        end   
			        else if (start == 1) begin
                 done = 0;
                 clk_ena = 0; 
                 sclr_n = 1;
				     ns = err; 
			        end     
		end
		err :begin
		      state_out = 3'b101;
			   if (start == 0) begin
            done = 0;
            clk_ena = 0; 
            sclr_n = 1;
				ns = err; 
				end
				else if (start == 1) begin
            done = 0;
            clk_ena = 1; 
            sclr_n = 0;
				ns = lsb; 
				end
		end
		default: ns = ps;
endcase		
end
always @ (posedge clk, negedge reset_a)
begin
 if (!reset_a) begin
     ps  <=  idle;
end	  
else	 
     ps  <=  ns; 
end 
endmodule
```
**./run.sh**
```bash
#!/bin/bash
# OpenROAD 26Q1-2900-gdf79404cd8, Yosys 0.63+post, stock flow scripts
make -C /OpenROAD-flow-scripts/flow DESIGN_CONFIG=/design/flow/config.mk WORK_HOME=/design/flow/orfs finish
```
==> out/qor_table.md <==
| Parameter | This run |
|:---|:---|
| Hold Vio Cnt, Final | 0 |
| Xor/xnor share of the synthesized area | 0.0239 |
| Flop2flop setup slack | 680 ps |
| Standard-cell row count | 21 |
| Gpl congestion | 0.768 |
| Most area-hungry cell type in the Yosys netlist | sky130_fd_sc_hd__dfrtp_1 |
| Reg-to-Reg End | ps[5] |
| CTS Root Buffer Type | sky130_fd_sc_hd__clkbuf_4 |
| Leakage component of the power | 0.311 nW |
| Flip-flop count of the largest register, all copies and words added | 6 |
| Synthesized registers | 6 |
| Clk_skew | 0.735 ps |
| Clock net sink count | 6 |
| Area enclosed by the die boundary | 6400 µm² |
| Unrepaired setup endpoints after global routing | yes |
| Final period util | 0.987 |
| Via count of the first global-routing pass | 451 |
| Kind of capture point of the worst setup path | output port |
| Chip height | 80 µm |
| Maximum ir drop on the vdd rail | 0.247 mV |
| Total number of vias | 418 |
| Main area contributors | sky130_fd_sc_hd__dfrtp_1 34%, sky130_fd_sc_hd__dfstp_2 7.2%, sky130_fd_sc_hd__nor2_1 7.2% |
| Minimum hold slack | 386 ps |
| Via count normalized by instance count | 3.63 |
| Num CTS Buffers | 3 |
| Clock input transition at the sequential cells of the worst setup and hold paths | 50 ps |
| Main logic family after synthesis | simple AND/OR/NAND/NOR gates |
| Origin of the worst setup path | ps[1] |
| Global-route met2 utilization | 0.0658 |
| Drt first pass iters | 4 |
| Number of cells traversed by the worst register-to-register path | 4 |
| Most Used Layer, Global Route | met2 |
| Number of cells in the finished layout apart from fillers | 115 |
| Pin count of the biggest net entering global routing | 10 |
| Global-route congestion overflow total | 0 |
| Number of distinct library cell variants in the gate-level netlist after synthesis | 21 |
| Total number of warnings across the stage logs | 26 |
| Detailed-route DRC error count | 0 |
| Floorplan utilization | 0.107 |
| Std-Cell Core Area | 3420 µm² |
| Worst reg2reg path startpoint | ps[3] |
| Initial antenna violation count | 0 |
| Dominant logic cell types in the final layout | 12 x sky130_fd_sc_hd__buf_4, 8 x sky130_fd_sc_hd__clkdlybuf4s50_1, 5 x sky130_fd_sc_hd__nor2_1, 5 x sky130_fd_sc_hd__dfrtp_1 |
| IO Pins | 15 |
| Highest attainable clock frequency | 507 MHz |
| Startpoint type of the worst setup path | register |
| Worst relative slew slack | 0.817 |
| Post-synthesis cell count from yosys | 42 |
| Slew at the pin with the worst max-slew slack | 274 ps |
| Register with the highest flop count | ps |
| Destination of the critical timing path | sclr_n |
| Synth warnings | 1 |
| Antenna diode count | 0 |
| Detailed Place HPWL | 892 µm |
| Met1 Use GR | 0.0457 |
| Most frequent standard cell in the layout excluding fill and tap cells | sky130_fd_sc_hd__buf_4 |
| Aggregate negative setup slack | 0 ps |
| Tally of buffers added on design ports | 14 |
| Share of final-layout standard cells stronger than drive strength 1 | 0.348 |
| Largest driver fanout on the critical path | 4 |
| Top area contributor share | 0.341 |
| Compound-gate portion of the synthesized area | 0.0785 |
| First-pass GRT wire length | 2060 µm |
| Final worst path period need | 1970 ps |
| Post-Synth Adder-Cell Area | 0 |
| WP data required | 1600 ps |
| Tally of filler cells in the layout | 386 |
| Die boundary width | 80 µm |
| Total standard cell area after synthesis | 367 µm² |
| Number of failing setup endpoints in the final timing report | 0 |
| Register area share after synthesis | 0.413 |
| TritonCTS clock tree | built |
| GR Util All Layers | 0.0395 |
| Placed insts | 105 |
| Synth mux share | 0.0546 |
| Max-cap violation count | 0 |
| Pwr/cell area | 495 nW/µm² |
| Path category of the worst min-delay check | in -> async |
| Synthesis area per yosys | 367 µm² |
| Area added between synthesis and finish | 88.1% |
| Drt wl/cell | 11.2 µm |
| CP arrival | 1570 ps |
| Routing usage on met3 | 0.0148 |
| Area fraction in and, or, nand and nor cells | 0.372 |
| Result of the run | completed |
| Total wire length after detailed routing | 1280 µm |
| Critical Setup Path Class | reg -> out |
| Late-Pin Clk Latency | 250 ps |
| Max-slew violation count | 0 |
| Leading registers by flop count | ps: 6 flops |
| Instance count of the mapped netlist | 42 |
| Avg Cell Area, Syn | 8.73 µm² |
| Number of nets still failing antenna checks after routing | 0 |
| # H-tree levels | 1 |
| Violation tally from detailed-route iteration zero | 14 |
| Clock buffer depth | 2 |
Yosys cell counts (all sizes together):
cell and number:
a21oi 1, or3 2, nor3b 3, o22ai 1, a211oi 1, buf 3
or2 2, nor3 2, and3 1, xnor2 1, dfstp 1, nor2 7
or4b 1, dfrtp 5, nand2 3, mux2i 2, nand2b 2, o21ai 2
nor2b 2
repair_timing:
item                       in CTS  in global routing
gates cloned                    0                  0
hold buffers                    0                  0
gates resized                  12                  6
pin swaps                       2                  2
setup buffers                   5                  1
setup endpoints to repair       7                  6
cell families (layout without fill, tap and decap cells):
logic type | after synthesis | in the layout
AND/OR/NAND/NOR | 25 | 25
flip-flops | 6 | 6
AND-OR/OR-AND | 5 | 5
buffers and inverters | 3 | 30
multiplexers | 2 | 2
XOR/XNOR | 1 | 1
through the flow:
stage / setup WS [ps] / utilization / total power [mW] / instance area [µm²]
2_1_floorplan: 579 / - / 0.163 / 367
3_3_place_gp: -389 / 0.172 / 0.208 / 588
3_5_place_dp: -386 / 0.172 / 0.208 / 588
4_1_cts: 19.8 / 0.195 / 0.339 / 666
5_1_grt: -16.1 / 0.202 / 0.362 / 689
6_report: 26.8 / 0.202 / 0.341 / 689
area by class of cell:
cell class                      count  area [µm²]  area share
Clock buffer                        4        26.3      0.0381
Multi-Input combinational cell     33         218       0.316
Sequential cell                     6         151       0.220
Tap cell                           46        57.6      0.0835
Timing Repair Buffer               26         236       0.343
power breakdown:
part	total, mW	leakage (nW)	internal, mW	switching (mW)
Combinational	0.0810	0.220	0.0482	0.0328
Clock	0.128	0.0150	0.0761	0.0523
Sequential	0.132	0.0765	0.127	0.00472
worst min path at each step:
stage,endpoint,slack [ps],cells after the start
5_1_grt,ps[1],400,1
4_1_cts,ps[5],390,1
6_report,ps[5],390,1
per-layer routing:
layer / routed length, µm / share of wire
met5: 0 / 0
met4: 38 / 0.030
met3: 77 / 0.060
met2: 624 / 0.49
met1: 543 / 0.42
worst max-delay path: stages, from the launching register on:
cell and delay, ps:
sky130_fd_sc_hd__dfrtp_1 400, sky130_fd_sc_hd__or2_1 290, sky130_fd_sc_hd__nor3_2 120, sky130_fd_sc_hd__o21ai_1 100
sky130_fd_sc_hd__clkdlybuf4s50_1 410
Power and IR drop assume default switching activity.
