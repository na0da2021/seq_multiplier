<file path="flow/config.mk">
export PLATFORM = sky130hd
export DESIGN_NAME = mul
export DESIGN_NICKNAME = mul
export VERILOG_FILES = /design/flow/design.v
export SDC_FILE = /design/flow/constraint.sdc
export NUM_CORES = 4
export LEC_CHECK = 1
export CORE_AREA = 10 10 70 70
export DIE_AREA = 0 0 80 80
</file>
<file path="flow/constraint.sdc">
current_design mul

set clk_period 6.0
set clk_io_pct 0.2

create_clock -name clk0 -period $clk_period

set non_clock_inputs [all_inputs -no_clocks]
set_input_delay [expr $clk_period * $clk_io_pct] -clock clk0 $non_clock_inputs
set_output_delay [expr $clk_period * $clk_io_pct] -clock clk0 [all_outputs]
</file>
<file path="flow/design.v">
module mul(input [3:0] A, B, output reg [7:0] P);
integer i;
always @(A, B)
begin
    P = 0;
    for (i = 0; i < 4; i = i + 1)
     begin
        if (B[i] == 1) 
        begin
            P = P + (A << i);
        end
    end
end
endmodule
</file>
<file path="flow/run.sh">
#!/bin/bash
# OpenROAD 26Q1-2900-gdf79404cd8, Yosys 0.63+post, stock flow scripts
make -C /OpenROAD-flow-scripts/flow DESIGN_CONFIG=/design/flow/config.mk WORK_HOME=/design/flow/orfs finish
</file>
==> flow_summary.toml <==
# synthesis and place-and-route metrics
[routing]
ant_nets = 0
via_per_inst = 4.112
routed_wl_mm = 1.759
routedWlPerCell_um = 10.93
drt_iter0_drc = 12
routed-via-count = 662
drc_errors = 0
dr.pass1.iters = 2
antenna-diode-count = 0

[final_timing]
maxSlewHeadroom_pct = 71.41
fmax_ghz = 0.1723
hold_ws_ps = 3235
worstMarginPinSlew_ps = 427.4
fin_crit_ps = 5803
hold_viol = 0
maxSlewViolCount = 0
finalCritPeriodShare_pct = 96.71
fin_tns_setup_ps = 0
rsz0062_at_grt = "false"
finalSetupViolations = 0

[power]
pwr-share-clk_pct = 0
cellInternalPower_uw = 73.74
irDropWorstVdd_mv = 0.04712
power_frac_seq_pct = 0
power_switching_share_pct = 39.44
combPwrFrac_pct = 100.0
total_power_uw = 121.8
leakagePower_uw = 0.0005275
powerDensity_mw_per_mm2 = 115.5
p_sw_uw = 48.03

[finish]
seq_area_um2 = 0
fin_area_mm2 = 0.001055
clockBufferCount = 0
areaGrowthSynthToFinish_pct = 82.47
drive_above_1_share_pct = 40.87
nFlopsAndLatches = 0
final-instance-count-excl-fill = 161

[yosys]
ys_warn_count = 1
synth_area_um2 = 578.1
ys_area_um2 = 578.1
avgSynthCellArea_um2 = 7.919
synthCells = 73
ys_cells = 73
postSynthSeqShare_pct = 0
synth.distinct_cells = 25

[job]
cap_violations = 0
warning_count = 33

[min_path]
hp-class = "input pin to primary output"
min_to = "P[7]"
worst_hold_startpoint = "A[2]"
hold_depth = 7

[grt]
grt_pass1_vias = 713
antenna_found_initial = 0
gr-total-overflow = 0
grt_pass1_wl_mm = 3.077
track_usage_pct = 5.608
grt_max_degree = 12

[die]
fp_util_pct = 16.92
core_area_mm2 = 0.003416
fp.dieH_um = 80
fp.dieW_um = 80
num_rows = 21
io_pins = 16
die-area_mm2 = 0.006400

[critical_path]
crit_path_end_kind = "primary output"
arrival_ps = 4600
crit_required_ps = 4800
startpoint_type = "input pin"
worstSetupPathType = "input pin to primary output"
cp_max_fo = 3

[placed_design]
port_buffers = 16
dpl-instance-area_um2 = 885.9
dpl.hpwl_mm = 1.283
place_congestion = 0.8230
post-place-cells = 146

[clock_network]
holdBufCountCts = 0

[status]
outcome = "complete, no violations"
cell usage after synthesis:
| master | n | area (um^2) |
|---|---|---|
| nor2b_1 | 2 | 12.51 |
| nor2_1 | 1 | 3.750 |
| a22oi_1 | 1 | 7.510 |
| mux2_2 | 3 | 33.78 |
| and2_1 | 2 | 12.51 |
| clkbuf_1 | 2 | 7.510 |
| a221oi_1 | 1 | 8.760 |
| inv_1 | 7 | 26.28 |
| o21bai_1 | 1 | 7.510 |
| a21o_1 | 3 | 22.52 |
| inv_2 | 1 | 3.750 |
| nand2_1 | 7 | 26.28 |
| o21ai_0 | 2 | 10.01 |
| mux2i_1 | 4 | 40.04 |
| xor2_1 | 3 | 26.28 |
| a21oi_2 | 1 | 8.760 |
| nand3_1 | 1 | 5.000 |
| a21oi_1 | 7 | 35.03 |
| ha_1 | 11 | 137.6 |
| fa_1 | 3 | 60.06 |
| xor2_2 | 1 | 16.27 |
| nand2b_1 | 3 | 18.77 |
| xnor2_1 | 2 | 17.52 |
| o21a_1 | 3 | 22.52 |
| a211oi_1 | 1 | 7.510 |
timing repair:
action	CTS	global route
cloned	0	0
gates resized	20	6
hold endpoints to repair	0	0
setup buffers	14	1
pin swaps	16	10
setup endpoints to repair	4	5
cells in the final DEF (no fill, tap or decap), types with 2 or more instances in the layout:
cell and count:
buf_4 28, ha_1 8, clkdlybuf4s50_1 8, nand2_1 6, inv_1 6, dlygate4sd2_1 5, a21oi_2 4, a21oi_1 4
mux2_2 3, nand2b_1 3, a21o_1 3, mux2i_1 3, xor2_1 3, o21a_1 3, xnor2_1 2, o21ai_1 2
inv_2 2, nor2b_1 2, fa_2 2, ha_4 2, dlymetal6s2s_1 2
through the flow:
| step | util (%) | setup slack, ps |
|---|---|---|
| floorplan | - | 765.9 |
| global placement | 25.93 | -400.0 |
| detailed placement | 25.93 | -447.1 |
| CTS | 30.22 | 5.577 |
| global route | 30.88 | 1.143 |
| finish | 30.88 | 197.5 |
logic make-up (layout without fill, tap and decap cells):
kind of cell    count (synthesis)  in the layout  synth area share (%)
buf+inv                        10             52                 6.494
mux                             7              7                 12.77
xor+xnor                        6              6                 10.39
compound gates                 20             20                 22.51
simple gates                   16             16                 13.64
fa+ha+maj                      14             14                 34.20
worst max path at each step:
stage,from,end,slack [ps]
finish,B[0],P[3],200
CTS,A[2],P[7],6
global route,B[0],P[6],1
power groups by stage:
| stage | Combinational (uW) | Sequential (uW) | Clock (uW) |
|---|---|---|---|
| 4_1_cts | 118 | 0 | 0 |
| 6_report | 122 | 0 | 0 |
| 5_1_grt | 136 | 0 | 0 |
worst max-delay path, stage by stage:
cell,delay (ps)
dlygate4sd2_1,210
and2_4,160
ha_4,130
inv_2,30
fa_2,330
xnor2_1,130
nand2_1,100
xor2_2,210
inv_2,70
buf_4,130
buf_4,120
buf_4,120
buf_4,120
buf_4,120
buf_4,120
buf_4,120
buf_4,120
buf_4,120
buf_4,120
buf_4,120
buf_4,120
a21oi_2,100
clkdlybuf4s50_1,470
cell type report:
class,instances,area (um^2)
inverters,8,30.03
multi-input cells,63,598.1
repair buffers,44,369.1
fillers,349,2361
well taps,46,57.56
per-layer routing:
layer / vias up / GRT usage [%] / share of wire, %
met1: 312 / 7.595 / 50
met4: 0 / 0.3521 / 0.45
met2: 11 / 9.390 / 44
li1: 337 / - / -
met3: 2 / 1.023 / 4.9
met5: - / 0 / 0
No activity file was given, so power comes from the tool's default toggle rates.
