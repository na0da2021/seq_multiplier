`/design/flow/constraint.sdc`:
```
current_design Shifter

set clk_period 1.7
set clk_io_pct 0.2

create_clock -name clk0 -period $clk_period

set non_clock_inputs [all_inputs -no_clocks]
set_input_delay [expr $clk_period * $clk_io_pct] -clock clk0 $non_clock_inputs
set_output_delay [expr $clk_period * $clk_io_pct] -clock clk0 [all_outputs]
```
`/design/flow/run.sh`:
```
#!/bin/bash
# OpenROAD 26Q1-2900-gdf79404cd8, Yosys 0.63+post, stock flow scripts
make -C /OpenROAD-flow-scripts/flow DESIGN_CONFIG=/design/flow/config.mk WORK_HOME=/design/flow/orfs finish
```
`/design/flow/config.mk`:
```
export PLATFORM = sky130hd
export DESIGN_NAME = Shifter
export DESIGN_NICKNAME = Shifter
export VERILOG_FILES = /design/flow/design.v
export SDC_FILE = /design/flow/constraint.sdc
export NUM_CORES = 4
export LEC_CHECK = 1
export CORE_AREA = 10 10 70 70
export DIE_AREA = 0 0 80 80
```
`/design/flow/design.v`:
```
module Shifter (input[7:0] inp,
                input[1:0] shift_cntrl,
                output reg [15:0] shift_out );
    always@(*)
    begin 
   case(shift_cntrl)
   2'b00 : shift_out = inp;
   2'b01 : shift_out = inp << 4;
   2'b10 : shift_out = inp << 8;
	2'b11 : shift_out = inp;
   endcase
    end 
endmodule
```
==> flow_summary.ini <==
; flow metrics
[die]
fp_util_pct = 5.90
die_h_um = 80
dieWidth_um = 80
io_pins = 26
rows = 21
die_area_um2 = 6400
core-area_um2 = 3420

[flow_run]
warnings = 36
cap_violations = 0

[finish]
stdcell_count = 107
final_cell_mix = dlygate4sd2_1, a22o_1, and2_1, buf_6, nand2_1
final_common_cell = dlygate4sd2_1
clock_buffers = 0
area_delta_synth_final_pct = 219
comb_area_um2 = 251
regArea_um2 = 0
final_layout_size_suffix_gt1_share_pct = 37.7
fin_area_um2 = 643
seq_cells = 0
n_fill_cell = 388

[synth]
yosysUniqueCellTypes = 9
syn_area_per_cell_um2 = 6.95
yosys_warnings = 1
synth_cells = 29
ys_seq_share_pct = 0
yosys_cells = 29
yosysChipArea_um2 = 201
syn_area_um2 = 201

[setup_path]
crit_family = buffers and inverters
path_cells = buf_12 -> clkinv_8 -> ha_4 -> nor2b_4 -> and2_1 -> clkdlybuf4s50_1
end_kind = output port
crit_buf_inv = 3
crit_arrival_ns = 1.38
startpoint_type = primary input
critPathMaxFanout = 4
crit_required_ns = 1.36
cp_slowest_cell = clkdlybuf4s50_1
max_stage_delay_ns = 0.46
crit_type = in -> out

[outcome]
status = complete, but fails checks
violations = setup timing

[routing]
drt_iter0_markers = 11
vias_per_cell = 2.98
drc = 0
dr.pass1.iters = 4
diodes = 0
totalWireLength_um = 1130
ant_nets = 0
avgRoutedWirePerCell_um = 10.6
vias = 319

[timing]
worst_slack_ns = -0.0183
max_freq_ghz = 0.582
fin_tns_setup_ns = -0.0183
slew_headroom_pct = 91.2
finalSetupViolCount = 1
hold_violations = 0
final_max_slew_viol_count = 0
rsz0062_at_grt = yes
min_period_ns = 1.72
tightest_slew_ns = 0.130
finalCritPeriodShare_pct = 101
whs_ns = 1.12

[power]
ir_drop_mv = 0.0458
p_per_area_nw_per_um2 = 222
p_leak_uw = 0.000347
power_uw = 143

[placement]
place_hpwl_um = 946
placed_cell_area_um2 = 542
place_congestion = 0.736
dp_cells = 104
numPortBuffers = 26

[min_path]
hold_class = in -> out

[global_routing]
antenna_found_initial = 0
grt_pass1_vias = 316
overflow = 0
grt_max_degree = 7
track_usage_pct = 3.14
grt_pass1_wl_um = 1610
cells in the mapped netlist, drive strengths merged:
| cell | number | area [um2] |
|---|---|---|
| and2 | 8 | 50.1 |
| a22o | 6 | 52.6 |
| nand2 | 4 | 15.0 |
| ha | 3 | 37.5 |
| nor2b | 3 | 21.3 |
| inv | 2 | 7.51 |
| o21ai | 2 | 10.0 |
| buf | 1 | 7.51 |
cell families (layout without fill, tap and decap cells):
group | count (synthesis) | count (layout) | share of synthesized area, %
AND/OR/NAND/NOR | 15 | 15 | 42.9
adder cells (fa/ha/maj) | 3 | 3 | 18.6
AND-OR/OR-AND | 8 | 8 | 31.1
buffers and inverters | 3 | 35 | 7.46
layout make-up:
type	count	area share (%)
repair buffers	33	48.4
multi-input cells	26	39.1
well taps	46	8.95
inverters	2	3.50
path summary, 6_finish.rpt:
check / start / end / slack (ns) / cells past startpoint
worst max-delay path: shift_cntrl[0] / shift_out[15] / -0.02 / 6
worst min-delay path: inp[6] / shift_out[14] / 1.12 / 3
routing by layer:
metal  vias to the layer above  part of all wire [%]  global-route usage (%)
met5                         -                     0                       0
met4                         0                     0                       0
met3                         0                    13                    1.59
met2                        17                    41                    4.98
met1                       135                    46                    3.96
li1                        167                     -                       -
power by group:
| group | internal [uW] | switching, uW | total [uW] |
|---|---|---|---|
| combinational | 94.2 | 48.5 | 143 |
| sequential | 0 | 0 | 0 |
| clock | 0 | 0 | 0 |
| total | 94.2 | 48.5 | 143 |
through the flow:
stage	worst slack [ns]	utilization [%]
6_report	-0.0183	18.8
5_1_grt	-0.0922	18.8
4_1_cts	-0.0432	17.8
3_5_place_dp	-0.658	15.9
3_3_place_gp	-0.639	15.9
2_1_floorplan	0.344	-
what timing repair did:
item                       in CTS  in global routing
resized                        53                 15
setup endpoints to repair      16                  7
pin swaps                       7                  4
buffers inserted                3                  1
hold buffers                    0                  0
Power figures rest on the tool's default switching activity, not on a simulated workload.
